## run.sh

```bash
#!/bin/bash
# OpenROAD 26Q1-2900-gdf79404cd8, Yosys 0.63+post, stock flow scripts
make -C /OpenROAD-flow-scripts/flow DESIGN_CONFIG=/design/flow/config.mk WORK_HOME=/design/flow/orfs finish
```

## config.mk

```make
export PLATFORM = sky130hd
export DESIGN_NAME = regfile
export DESIGN_NICKNAME = regfile
export VERILOG_FILES = /design/flow/design.v
export SDC_FILE = /design/flow/constraint.sdc
export NUM_CORES = 4
export LEC_CHECK = 1
export CORE_UTILIZATION = 40
```

## constraint.sdc

```tcl
current_design regfile

set clk_period 6.7
set clk_io_pct 0.2

create_clock -name clk0 -period $clk_period [get_ports {clk}]

set non_clock_inputs [all_inputs -no_clocks]
set_input_delay [expr $clk_period * $clk_io_pct] -clock clk0 $non_clock_inputs
set_output_delay [expr $clk_period * $clk_io_pct] -clock clk0 [all_outputs]
```

## design.v

```verilog
module regfile #(
parameter REG_ADDR_WIDTH = 4,
parameter REG_DATA_WIDTH = 16,
parameter REG_NUMBER = 16
)
(
input [REG_ADDR_WIDTH-1:0]rs1_addr,
input [REG_ADDR_WIDTH-1:0]rs2_addr,
input [REG_ADDR_WIDTH-1:0]rd_addr	,
input [REG_DATA_WIDTH-1:0]rd_data	,
input 										RegWEn	,
input 										clk			,
input											rst_n			,
output[REG_DATA_WIDTH-1:0]rs1_data,
output[REG_DATA_WIDTH-1:0]rs2_data
);
reg 	[REG_DATA_WIDTH-1:0]rf [REG_NUMBER-1:0];
assign rs1_data = (rs1_addr==0) ? 0:rf[rs1_addr];
assign rs2_data = (rs2_addr==0) ? 0:rf[rs2_addr];
always@(posedge clk or negedge rst_n) begin
	if (!rst_n) 
		begin
			integer i;
			for (i=0;i<REG_NUMBER;i=i+1) begin
				rf[i] <=0;
			end
		end
	else if (RegWEn && rd_addr != 0)
		rf[rd_addr] <= rd_data;
	else;
end
endmodule
```

==> results.yml <==
# yosys + openroad results
floorplan:
  fp_util_pct: 41.0
  fp.coreArea_um2: 32800
  die-area_um2: 34300
  die.size.y_um: 185
  pin_count: 63
  die-width_um: 185
  row_count: 66
route:
  vias: 11219
  wire_per_inst_um: 29.6
  wl_um: 50800
  dr.first_iter.drc_count: 1323
  drc: 0
  ant_nets: 0
  number_of_optimization_iterations_in_the_first_detailed_route_pass: 6
  route.detailed.vias_per_inst: 6.53
placement:
  finalWeightedCongestion: 1.02
  hpwl_after_detailed_placement_um: 32800
  detailed_place.area_um2: 14500
  buffer_ports.inserted: 62
pwr:
  power-per-cell-area_nw_per_um2: 300
  total_power_mw: 4.64
  ir_drop_mv: 0.203
  power_leakage_nw: 6.34
timing:
  setup_viol: 0
  maxSlewHeadroom_pct: 28.8
  fin_skew_ns: 0
  maxClockFrequency_ghz: 0.181
  post-route-min-period_ns: 5.51
  final_max_slew_viol_count: 0
  timing.setup.tns_ns: 0
  finalCritPeriodShare_pct: 82.3
  hold_viol_final: 0
  worstMarginPinSlew_ns: 1.07
  grt_setup_unrepaired: "no"
critical_path:
  worstPathMaxFanout: 30
  worstSetupStartpoint: "rs1_addr[2]"
  cp_slowest_cell: "sky130_fd_sc_hd__nor2_1"
  rrSetupSlack_ns: 5.85
  family_with_the_most_delay_on_the_worst_path: "simple AND/OR/NAND/NOR gates"
  worstSetupPathType: "primary input to primary output"
  path_length_in_cells_of_the_critical_path: 6
  cp_data_arrival_time_ns: 4.17
  timing.critical_path.buf_inv: 2
  r2r.worst_path.cells: 1
  req_time_crit_path_ns: 5.36
  worst_setup_path_start_kind: "primary input"
  reg2reg_to: "rf[12][10]"
  timing.critical_path.cells: "buf_2, nand2_1, nor2_1, a221oi_1, o221ai_1, clkdlybuf4s50_1"
  crit_path_max_incr_delay_ns: 0.86
  end_kind: "primary output"
  crit-reg2reg-launch: "rf[12][10]"
  cp-endpoint: "rs1_data[3]"
global_routing:
  grt_antenna_before_repair: 0
  gr-usage-all-layers_pct: 31.6
  wire_length_of_the_first_global_routing_pass_um: 75200
  globalRoute.totalOverflow: 0
  first_global_vias: 11058
  pin_count_of_the_biggest_net_entering_global_routing: 121
synth:
  top_cells_by_area: "sky130_fd_sc_hd__dfrtp_1 45%, sky130_fd_sc_hd__mux2_2 21%, sky130_fd_sc_hd__a21oi_1 3.3%, sky130_fd_sc_hd__a22oi_1 3.2%, sky130_fd_sc_hd__buf_2 2.3%"
  yosysMostFrequentCell: "sky130_fd_sc_hd__mux2_2"
  syn_area_per_cell_um2: 11.1
  synth-edff-count: 0
  yosys.area.top_type_share_pct: 44.7
  synth_area_leader_cell: "sky130_fd_sc_hd__dfrtp_1"
  dominantRegCellSynth: "sky130_fd_sc_hd__dfrtp_1"
  synth.yosys.chip_area_um2: 13400
  synth.cells.most_frequent: "253 x sky130_fd_sc_hd__mux2_2, 240 x sky130_fd_sc_hd__dfrtp_1, 89 x sky130_fd_sc_hd__a21oi_1"
  synthCells: 1213
  ys_types: 59
  synth.ff_latch_count: 240
  async_reset_ff_share_pct: 100
  yosys_warnings: 2
  synth_seq_share_pct: 44.7
  synth_stat.cells: 1213
  netlist_area_pre_place_um2: 13400
final_layout:
  final-comb-area_um2: 6890
  final_layout_size_suffix_gt1_share_pct: 30.3
  filler_cell_count: 2958
  largest_reg_flops: 240
  synthToLayoutAreaGrowth_pct: 15.3
  reg_top3: "rf (240)"
  register_area_um2: 6010
  postLayoutCellArea_um2: 15500
  top_register: "rf"
clock_network:
  cts_inserted_buffers: 27
  cts_root_buffer: "sky130_fd_sc_hd__clkbuf_16"
  tritoncts: "built"
  clock_sink_count: 240
  cts_setup_buffers: 0
  cts.htree.levels: 1
  clock_insertion_delay_worst_skew_ns: 0.53
  hold_buffers: 0
  clk_transition_reported_paths_ns: 0.06
  cts_buffer_depth: 3
  post_cts_resize_count: 0
hold_path:
  min-delay-path-class: "flip-flop to flip-flop"
  startpoint_of_the_lowest_slack_hold_path: "rf[12][7]"
flow_run:
  log.warning_count: 28
  drv_cap: 0
outcome:
  run_status: "completed"
through the flow:
stage	hold slack, ns	cells	setup WS (ns)	util, %
final	0.526	1717	1.19	47.2
after global routing	0.552	1716	1.10	47.2
after CTS	0.525	1716	1.30	47.2
after detailed placement	0.512	1667	1.31	44.3
after global placement	0.508	1667	1.33	44.3
after floorplan	0.482	1213	2.84	-
worst min-delay path by stage:
| stage | to | depth (start not counted) |
|---|---|---|
| finish | rf[12][7] | 1 |
| global route | rf[5][7] | 1 |
| CTS | rf[4][15] | 1 |
power breakdown:
group / leakage, nW / internal [mW] / switching, mW
Clock: 0.474 / 0.967 / 0.606
Combinational: 2.92 / 0.521 / 0.428
Sequential: 2.94 / 1.79 / 0.326
cell families (layout without fill, tap and decap cells):
group	after synthesis	count (layout)	synth area share [%]
DFF	240	240	44.7
and+or+nand+nor	208	208	8.00
muxes	292	292	24.3
buffers and inverters	118	179	4.12
other	0	1	0
AOI/OAI and AO/OA	355	355	18.8
cell type report:
cell class / instances / share of cell area (%)
antenna: 1 / 0.0162
inverter: 10 / 0.242
sequential: 240 / 38.8
timing repair buffer: 120 / 6.69
clock inverter: 13 / 1.13
clock buffer: 36 / 5.03
multi-input combinational: 855 / 44.5
tap: 442 / 3.57
placed cells by master, fill, tap and decap left out, types with 10 or more instances in the layout:
cell type                         netlist  routed
sky130_fd_sc_hd__dfrtp_1              240     240
sky130_fd_sc_hd__buf_4                  7      58
sky130_fd_sc_hd__nand2_1               59      59
sky130_fd_sc_hd__nor2b_1               25      24
sky130_fd_sc_hd__a32o_1                12      12
sky130_fd_sc_hd__clkbuf_16              0      27
sky130_fd_sc_hd__a22oi_1               57      57
sky130_fd_sc_hd__inv_1                 10      10
sky130_fd_sc_hd__nor2_1                45      36
sky130_fd_sc_hd__a32oi_1               12      12
sky130_fd_sc_hd__mux2i_1               28      28
sky130_fd_sc_hd__nand3_1               12      12
sky130_fd_sc_hd__mux2_1                10      10
sky130_fd_sc_hd__mux2_2               253     253
sky130_fd_sc_hd__a21oi_1               89      89
sky130_fd_sc_hd__nor2_2                 1      10
sky130_fd_sc_hd__a22o_1                28      28
sky130_fd_sc_hd__a31oi_1               21      21
sky130_fd_sc_hd__o21ai_0               31      31
sky130_fd_sc_hd__a221oi_1              21      21
sky130_fd_sc_hd__clkdlybuf4s50_1        0      53
per-layer routing:
| layer | track usage [%] | share of wire, % |
|---|---|---|
| met2 | 43.8 | 42 |
| met5 | 0 | 0 |
| met3 | 10.6 | 12 |
| met1 | 45.5 | 40 |
| met4 | 14.8 | 6.2 |
Power is estimated from default activity; no workload was simulated.
