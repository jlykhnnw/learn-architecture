===== ./design.v =====
module dcmem #(
parameter MEM_ADDR_WIDTH=5,
parameter MEM_DATA_WIDTH=16,
parameter MEM_NUMBER=32
)(
input 										clk		,
input 										MemWEn,
input [MEM_ADDR_WIDTH-1:0]addr	,
input [MEM_DATA_WIDTH-1:0]dataw	,
output[MEM_DATA_WIDTH-1:0]datar
);
reg 	[MEM_DATA_WIDTH-1:0]RAM [MEM_NUMBER-1:0];
assign datar = RAM[addr];
always@(posedge clk)begin
	if (MemWEn) 
		RAM[addr]<=dataw;
	else;
end
endmodule

===== ./run.sh =====
#!/bin/bash
# OpenROAD 26Q1-2900-gdf79404cd8, Yosys 0.63+post, stock flow scripts
make -C /OpenROAD-flow-scripts/flow DESIGN_CONFIG=/design/flow/config.mk WORK_HOME=/design/flow/orfs finish

===== ./config.mk =====
export PLATFORM = sky130hd
export DESIGN_NAME = dcmem
export DESIGN_NICKNAME = dcmem
export VERILOG_FILES = /design/flow/design.v
export SDC_FILE = /design/flow/constraint.sdc
export NUM_CORES = 4
export LEC_CHECK = 1
export CORE_UTILIZATION = 30

===== ./constraint.sdc =====
current_design dcmem

set clk_period 4.3
set clk_io_pct 0.2

create_clock -name clk0 -period $clk_period [get_ports {clk}]

set non_clock_inputs [all_inputs -no_clocks]
set_input_delay [expr $clk_period * $clk_io_pct] -clock clk0 $non_clock_inputs
set_output_delay [expr $clk_period * $clk_io_pct] -clock clk0 [all_outputs]

==> results.ini <==
[global_route]
global_route.usage.met2=0.204
grt_use_met1=0.189
grt.total_usage=0.147
grt_use_met3=0.118
grt_first_pass_wirelength_um=67800
global_route.overflow_total=0
grt.busiest_layer=met2
first_global_vias=10600
grt_antenna_before_repair=1
pin_count_of_the_biggest_net_entering_global_routing=57

[yosys]
post_synth_area_from_yosys_stat_um2=19700
synth-cells-yosys=1070
synthesis.area_um2=19700
flop_cell=sky130_fd_sc_hd__edfxtp_1
postSynthSeqShare=0.779
synth_area_per_cell_um2=18.4
numSynthFlops=512
synth_cell_types=24
synth-edff-count=512
fraction_of_synthesis_flops_using_an_asynchronous_set_or_reset_pin=0
ys.warnings.count=1
syn-instance-count=1070

[pwr]
cellLeakagePower_nw=8.02
power.density_nw_per_um2=432
maximum_resistive_drop_on_vdd_mv=0.262
sw_frac_of_total=0.202
switching_power_mw=2.05
share_comb_of_total_power=0.055
tot_pwr_mw=10.1
power.share.sequential=0.550
cell_internal_power_mw=8.06
share_of_power_burned_in_the_clock_network=0.395

[worst_hold_path]
hp-class=in -> reg
worst_hold_startpoint=dataw[7]

[finish]
registers.top_by_ff_count=RAM
biggestRegsByFlops=RAM x512
synthToLayoutAreaGrowth_pct=18.7
dominant_logic_cell_type_in_the_layout=sky130_fd_sc_hd__edfxtp_1
final_layout_size_suffix_gt1_frac=0.165
final_cell_mix=sky130_fd_sc_hd__edfxtp_1 (512), sky130_fd_sc_hd__mux2i_1 (256), sky130_fd_sc_hd__o22ai_1 (127), sky130_fd_sc_hd__buf_4 (87), sky130_fd_sc_hd__clkbuf_16 (51)
largest_reg_flops=512

[floorplanning]
core.rowCount=93
chipArea_um2=66800
die_width_um=258
i_o_pin_count=39
coreArea_um2=64700
die_h_um=258
initial_core_util=0.305

[flow_run]
max_capacitance_violation_count=0
log.warning_count=25

[clock_network]
tritoncts.num_buffers=49
cts.root.buffer_cell=sky130_fd_sc_hd__clkbuf_16
tritoncts=done
numClockSinks=512
clkSlewWorstSetupHoldPaths_ps=60
htreeDepth=2
clock_path_buffers=3

[timing]
fin_tns_setup_ps=0
timing.max_slew.rel_slack=0.545
post-route-min-period_ps=4060
report.final.slew_viol_count=0
grt_setup_unrepaired=false
setup_viol_count_final=0
f_max_mhz=246
timing.final.hold_violations=0
fin_crit_sh=0.944
worstMarginPinSlew_ps=682

[drt]
remaining_drc_errors=0
avgRoutedWirePerCell_um=21.8
antenna_left=0
avgViaCountPerCell=4.87
drtIter0Drc=603
drt_pass1_iterations=5
route.vias.total=10200
drt_total_wl_um=45500

[placement]
gp_congestion=0.855
hpwl_after_detailed_placement_um=27900
buffer_ports.inserted=38

[setup_path]
endpoint_kind=primary output
worst_setup_path_start_kind=input port
crit_arrival_ps=3200
worst_endpoint_required_time_ps=3440
setup.worst_path.class=in -> out
crit_path_start=addr[1]
critPathMaxFanout=56

[run_status]
status=complete, no violations

==> Yosys cell counts (6+ instances only) <==
cell type	n	area, µm²
sky130_fd_sc_hd__buf_2	44	220
sky130_fd_sc_hd__buf_6	6	67.6
sky130_fd_sc_hd__clkbuf_1	9	33.8
sky130_fd_sc_hd__edfxtp_1	512	15400
sky130_fd_sc_hd__mux2i_1	256	2560
sky130_fd_sc_hd__nand2_1	18	67.6
sky130_fd_sc_hd__nand4bb_1	6	67.6
sky130_fd_sc_hd__nor2_1	29	109
sky130_fd_sc_hd__nor4_1	32	200
sky130_fd_sc_hd__o22ai_1	127	795
==> layer usage <==
metal	share of wire	up-vias	routed length, µm
met2	0.42	546	19300
met5	0	-	0
met3	0.18	60	8030
met1	0.39	4942	17600
met4	0.014	0	638
li1	-	4626	-
==> stage by stage <==
| step | instances | utilization | cell area (µm²) | setup slack [ps] | hold slack [ps] |
|---|---|---|---|---|---|
| floorplan | 1070 | - | 19700 | 965 | 959 |
| global placement | 2001 | 0.339 | 21900 | -64.8 | 1700 |
| detailed placement | 2001 | 0.339 | 21900 | -38.3 | 1700 |
| CTS | 2088 | 0.362 | 23400 | 21.7 | 1110 |
| global route | 2088 | 0.362 | 23400 | 79.6 | 1140 |
| finish | 2089 | 0.362 | 23400 | 239 | 1130 |
==> kinds of logic after synthesis <==
family	count (synthesis)	share of synthesized area
simple gates	109	0.0319
mux	256	0.130
buf+inv	65	0.0180
compound gates	128	0.0409
flops	512	0.779
==> repair_timing <==
item	in CTS	in global routing
gates resized	2	4
buffers inserted	2	0
hold buffers	0	0
gates cloned	0	0
pin swaps	1	1
setup endpoints to repair	3	14
==> layout make-up <==
class                      instances  area (µm²)
clock buffer                      67        1340
clock inverter                    18         135
tap                              855        1070
timing repair buffer             143        1410
antenna                            1        2.50
sequential                       512       15400
fill                            5989       41300
multi-input combinational        493        4090
==> path summary, 6_finish.rpt <==
kind                        end  slack [ps]  cells after the start
worst min-delay path  RAM[3][7]        1130                      2
worst max-delay path   datar[0]         240                      7
==> worst max-delay path, cell delays in order <==
cell	delay, ps
sky130_fd_sc_hd__buf_8	460
sky130_fd_sc_hd__buf_12	330
sky130_fd_sc_hd__mux2i_1	260
sky130_fd_sc_hd__o22ai_1	140
sky130_fd_sc_hd__nor4_1	490
sky130_fd_sc_hd__nand2_1	160
sky130_fd_sc_hd__clkdlybuf4s50_1	450
==> power groups by stage <==
stage	clock network, mW	logic [mW]	registers (mW)
final	3.99	0.553	5.56
after global routing	4.25	0.601	5.57
after CTS	4.06	0.562	5.56
Power and IR drop assume default switching activity.
