## flow/run.sh

```bash
#!/bin/bash
# OpenROAD 26Q1-2900-gdf79404cd8, Yosys 0.63+post, stock flow scripts
make -C /OpenROAD-flow-scripts/flow DESIGN_CONFIG=/design/flow/config.mk WORK_HOME=/design/flow/orfs finish
```

## flow/config.mk

```make
export PLATFORM = sky130hd
export DESIGN_NAME = MUX
export DESIGN_NICKNAME = MUX
export VERILOG_FILES = /design/flow/design.v
export SDC_FILE = /design/flow/constraint.sdc
export NUM_CORES = 4
export LEC_CHECK = 1
export CORE_AREA = 10 10 70 70
export DIE_AREA = 0 0 80 80
```

## flow/constraint.sdc

```tcl
current_design MUX

set clk_period 1.1
set clk_io_pct 0.2

create_clock -name clk0 -period $clk_period

set non_clock_inputs [all_inputs -no_clocks]
set_input_delay [expr $clk_period * $clk_io_pct] -clock clk0 $non_clock_inputs
set_output_delay [expr $clk_period * $clk_io_pct] -clock clk0 [all_outputs]
```

## flow/design.v

```verilog
module MUX#(
parameter ISA_WIDTH=16,
parameter REG_ADDR_WIDTH = 4,
parameter REG_DATA_WIDTH = 16,
parameter OPCODE_WIDTH = 3,
parameter IMM_WIDTH0 = 5,
parameter IMM_WIDTH1 = 9,
parameter MEM_ADDR_WIDTH=5,
parameter MEM_DATA_WIDTH=16,
parameter MEM_NUMBER=32
)(
	input 		[1:0] 								S,
	input 		[REG_DATA_WIDTH-1:0]	A,
	input 		[REG_DATA_WIDTH-1:0]	B,
	input 		[REG_DATA_WIDTH-1:0]	C,
	input 		[REG_DATA_WIDTH-1:0]	D,
	output reg[REG_DATA_WIDTH-1:0]	Y
);
always@(*) begin
	case(S)
		2'b00		:Y = A;
		2'b01		:Y = B;
		2'b10		:Y = C;
		2'b11		:Y = D;
		default	:Y = A;
	endcase
end
endmodule
```

==> run summary <==
This note records the results obtained with Yosys and OpenROAD.

Min path
Counting instances, the worst hold path has a depth of 3. STA shows the worst min-delay path finishing at Y[10]. The tightest min-delay check is of the input pin to primary output type. Per the hold report, the tightest min-delay path originates at B[10].

Power and ir drop
After layout, the design draws a total of 0.000365 W. The proportion of power drawn by the clock network is 0%. The maximum vdd ir drop is 0.0000918 V.

The flow reports that combinational logic draws 100.0% of the design power. The net switching fraction of the power is 24.4%. Per report_power, the sequential group accounts for 0% of the total.

For this design the total switching power over the nets is 0.0000890 W. In this run the static leakage power is 0.550 nW. Dividing total power by cell area gives a power density of 315 nW/um^2. The internal portion of the total power is 0.000276 W.

Detailed routing
Dividing the detail-routed wire length by the instance count gives 18.5 um. The detailed router placed 598 vias in this run. The wire length recorded after detailed routing is 2740 um. The antenna diode count is 0.

The initial detailed-routing violation count is 3. The number of vias per cell is 4.04. For this run, the detailed router's first-pass iteration total came to 2. The remaining number of nets flagged by the antenna check after routing is 0. The DRC violation count after routing is 0.

Yosys
Sequential elements use 0% of the synthesized area. The mean area per synthesized cell is 21.2 sq um. Synthesis produced 20 cells. The cell area that synthesis handed to floorplanning was 424 sq um. The area share of the largest cell type after synthesis is 53.1%. The netlist uses 5 different library cells. Sorting the synthesized cells by area gives the leading types as sky130_fd_sc_hd__mux4_2, sky130_fd_sc_hd__mux4_1, sky130_fd_sc_hd__buf_12. The cell taking the most area after synthesis is sky130_fd_sc_hd__mux4_2.

Warnings reported by Yosys during synthesis add up to 1. For this design, Yosys synthesis ends with a cell count of 20. The total cell area reported by yosys after synthesis is 424 sq um.

Final timing
Across all setup checks in the final design, the least slack found is -0.187 ns. The final hold violation count is 0. The final critical-path share of the clock period is 117%. For the pin with the worst max-slew slack, the measured transition is 0.114 ns. The final setup TNS is -2.82 ns. The final setup violation count is 16.

The worst pin sits at a relative slew slack of 92.4%. The maximum achievable frequency is 777 MHz. Setup repair after global routing could not meet its margin everywhere. The number of max-slew violations in the final report is 0.

The final timing report derives a shortest allowable period of 1.29 ns.

Place
The weighted congestion reported at the end of routability-driven placement is 0.804. The count of buffers added on input and output ports is 82. After legalization and detailed placement, the total HPWL measured 2420 um. Before CTS, the worst setup slack after placement is -1.06 ns.

Job
The tool warning count for the run is 35. The number of maximum-capacitance violations recorded for the run is 0.

Critical path
The data required time of the worst path is 0.88 ns. The start-to-end type of the worst setup path is input pin to primary output. The worst setup path is captured at a primary output.

The startpoint type of the worst setup path is an input pin. The signal arrival time at the worst endpoint is 1.07 ns. The largest fanout on the critical path is 8.

GRT
The global-route wire length before repair is 4170 um. The via count of the first global-routing pass came to 793. Global routing finished with a remaining overflow of 0.

The initial antenna violation count was 0. Entering global routing, the biggest net connects 9 pins. The all-layer global routing usage is 8.27%.

Final layout
The number of filler instances in the final layout is 377. Per the run report, area growth between synthesis and finish was 173%. The most numerous logic cell after layout is sky130_fd_sc_hd__dlygate4sd2_1.

At the end of the flow the core is filled with cells to 33.9%. The register cell area after layout is 0 sq um. The library cells used most frequently in the layout, excluding fill and tap cells, are sky130_fd_sc_hd__dlygate4sd2_1, sky130_fd_sc_hd__mux4_2, sky130_fd_sc_hd__buf_2, sky130_fd_sc_hd__buf_12, sky130_fd_sc_hd__buf_6.

The layout has 0 clock buffers. The total number of sequential cells is 0. The ratio of cells with drive above 1 in the final layout is 36.3%.

Status
The run finished, with violations left. The final reports fail on negative setup slack.

Floorplanning
The core region area is 3420 sq um. The die is 80 um wide. The number of primary I/O pins is 82. The initialized floorplan defines 21 standard-cell rows. Measured along the y axis, the die boundary spans 80 um. The die area is 6400 sq um.

The pre-placement core utilization is 12.4%.

Clock tree
The cts-stage hold buffer count is 0.
stage by stage:
| stage | hold WS [ns] | cell area [sq um] | std cells |
|---|---|---|---|
| finish | 0.925 | 1160 | 148 |
| global route | 0.947 | 1160 | 148 |
| CTS | 0.931 | 1160 | 148 |
| detailed placement | 1.57 | 1300 | 147 |
| global placement | 1.56 | 1300 | 147 |
| floorplan | 0.599 | 433 | 20 |
layout make-up:
| class | instances | area, sq um | area share [%] |
|---|---|---|---|
| Timing Repair Buffer | 86 | 741 | 63.9 |
| Multi-Input combinational cell | 16 | 360 | 31.1 |
| Tap cell | 46 | 57.6 | 4.97 |
power groups by stage:
stage | clock, W | combinational (W) | sequential [W]
5_1_grt | 0 | 0.000402 | 0
4_1_cts | 0 | 0.000375 | 0
6_report | 0 | 0.000365 | 0
worst max-delay path, stage by stage:
cell and delay (ns):
sky130_fd_sc_hd__buf_12 0.09, sky130_fd_sc_hd__buf_12 0.13, sky130_fd_sc_hd__mux4_2 0.49, sky130_fd_sc_hd__buf_2 0.13
kinds of logic after synthesis:
| logic type | synth area share [%] |
|---|---|
| buffers and inverters | 9.73 |
| muxes | 90.3 |
repair_timing:
action / CTS / global route
setup buffers: 0 / 0
resized: 131 / 1
endpoints found under the setup margin: 16 / 16
gates cloned: 1 / 0
how the worst max path moves through the flow:
stage     startpoint   end  slack, ns
4_1_cts         S[0]  Y[0]      -0.21
5_1_grt         S[0]  Y[5]      -0.23
6_report        S[0]  Y[0]      -0.19
cell usage after synthesis:
cell type / instances
sky130_fd_sc_hd__buf_2: 2
sky130_fd_sc_hd__buf_12: 1
sky130_fd_sc_hd__mux4_1: 6
sky130_fd_sc_hd__buf_6: 1
sky130_fd_sc_hd__mux4_2: 10
metal layers:
| layer | part of all wire [%] | global-route usage, % | wire length, um |
|---|---|---|---|
| met3 | 17 | 5.34 | 473 |
| met2 | 41 | 13.2 | 1110 |
| met1 | 42 | 9.73 | 1150 |
| met5 | 0 | 0 | 0 |
| met4 | 0 | 0 | 0 |
No activity file was given, so power comes from the tool's default toggle rates.
